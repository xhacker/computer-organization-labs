File: ./run.sh
#!/bin/bash
# OpenROAD 26Q1-2900-gdf79404cd8, Yosys 0.63+post, stock flow scripts
make -C /OpenROAD-flow-scripts/flow DESIGN_CONFIG=/design/flow/config.mk WORK_HOME=/design/flow/orfs finish
File: ./config.mk
export PLATFORM = sky130hd
export DESIGN_NAME = top
export DESIGN_NICKNAME = top
export VERILOG_FILES = /design/flow/design.v
export SDC_FILE = /design/flow/constraint.sdc
export NUM_CORES = 4
export LEC_CHECK = 1
export CORE_UTILIZATION = 30
File: ./constraint.sdc
current_design top

set clk_period 3.9
set clk_io_pct 0.2

create_clock -name clk0 -period $clk_period [get_ports {clock}]

set non_clock_inputs [all_inputs -no_clocks]
set_input_delay [expr $clk_period * $clk_io_pct] -clock clk0 $non_clock_inputs
set_output_delay [expr $clk_period * $clk_io_pct] -clock clk0 [all_outputs]
File: ./design.v
`timescale 1ns / 1ps
module debounce(
	input clk,
	input button,
	output reg button_out
    );
	localparam threshold = 1000000;
	reg [20:0] cnt;
	always @(posedge clk) begin
		if (button == 0) begin
			button_out = 0;
			cnt = 0;
		end
		else begin
			if (cnt < threshold)
				cnt = cnt + 1;
			else
				button_out = 1;
		end
	end
endmodule
module display(
	input clock,
	input [15:0] num,
	output reg [7:0] segment,
	output reg [3:0] anode
	);
reg [5:0]  code  =  4'b0;
reg [15:0] count = 15'b0;
always @(posedge clock) begin
	case (count[15:14])
		2'b00 : begin
			anode <= 4'b1110; 
			code <= num[3:0];
		end
		2'b01 : begin
			anode <= 4'b1101;
			code <= num[7:4];
		end
		2'b10 : begin
			anode <= 4'b1011;
			code <= num[11:8];
		end
		2'b11 : begin
			anode <= 4'b0111;
			code <= num[15:12];
		end
	endcase
	case (code)
		4'b0000: segment <= 8'b11000000;
		4'b0001: segment <= 8'b11111001;
		4'b0010: segment <= 8'b10100100;
		4'b0011: segment <= 8'b10110000;
		4'b0100: segment <= 8'b10011001;
		4'b0101: segment <= 8'b10010010;
		4'b0110: segment <= 8'b10000010;
		4'b0111: segment <= 8'b11111000;
		4'b1000: segment <= 8'b10000000;
		4'b1001: segment <= 8'b10010000;
		4'b1010: segment <= 8'b10001000;
		4'b1011: segment <= 8'b10000011;
		4'b1100: segment <= 8'b11000110;
		4'b1101: segment <= 8'b10100001;
		4'b1110: segment <= 8'b10000110;
		4'b1111: segment <= 8'b10001110;
		default: segment <= 8'b11111111;
	endcase
	count <= count + 1;
end
endmodule
`timescale 1ns / 1ps
module mul(
	input [7:0] multiplier,
	input [7:0] multiplicand,
	input clock,
	output reg [7:0] result
    );
	reg [3:0] repetition;
	reg [7:0] multiplier_reg, multiplicand_reg;
	initial begin
		repetition = 0;
	end
	always @(posedge clock) begin
		if (repetition >= 4) repetition = 0;
		if (repetition == 0) begin
			multiplier_reg = multiplier;
			multiplicand_reg = multiplicand;
			result = 8'h00;
		end
		if (multiplier_reg[0]) result = result + multiplicand_reg;
		multiplicand_reg = multiplicand_reg << 1;
		multiplier_reg = multiplier_reg >> 1;
		repetition = repetition + 1;
	end
endmodule
`timescale 1ns / 1ps
module top(
	input clock,
	input [1:0] switch,
	input btn_increase,
	input btn_clock,
	output [7:0] segment,
	output [3:0] anode
    );
	wire btn_increase_out, btn_clock_out;
	debounce d1(clock, btn_increase, btn_increase_out);
	debounce d2(clock, btn_clock, btn_clock_out);
	reg [3:0] multiplier, multiplicand;
	initial begin
		multiplier <= 4'h00;
		multiplicand <= 4'h00;
	end
	always @(posedge btn_increase_out) begin
		if (switch[1]) multiplier <= multiplier + 1;
		if (switch[0]) multiplicand <= multiplicand + 1;
	end
	wire [7:0] result;
	mul m1(multiplier, multiplicand, btn_clock_out, result);
	wire [15:0] disp_num;
	assign disp_num = {multiplier, multiplicand, result};
	display disp1(clock, disp_num, segment, anode);
endmodule
==> flow_summary.yaml <==
# physical design summary
outcome:
  status: "complete, no violations"
worst_setup_path:
  critPathKind: "reg2reg"
  critPathLaunchType: "flip-flop"
  crit_arrival_ns: 2.37
  crit_fanout: 17
  end_kind: "flip-flop"
  cp_data_required_time_ns: 4.15
placement:
  gp_congestion: 0.800
  portBuffers: 15
  hpwl_um: 5750
  dp_cells: 705
logic_synthesis:
  syn_inst: 490
  syn_area_um2: 4840
  yosysSeqAreaShare_pct: 45.3
  synth_cell_types: 62
  ys_cells: 490
  avgSynthCellArea_um2: 9.88
  flop_cell: "dfxtp_1"
  ys_warn_count: 6
  synth_flops: 105
  synth-edff-count: 9
  async_flop_share_pct: 0
  synth_chip_area_um2: 4840
clock_network:
  ctsHoldBuffers: 0
  clockRootBuffer: "clkbuf_16"
  cts_buffers: 9
  htree_levels: 3
  clk_latency_ns: 0.33
  path_clk_slew_ns: 0.05
  cts_buffer_depth: 2
  cts_setup_buffers: 0
  cts_resized: 0
  cts_tree: "built"
die:
  ios: 17
  rows: 46
  chip_area_um2: 16700
  fp_util_pct: 30.6
  die_y_um: 129
  core_um2: 15800
  die_x_um: 129
worst_hold_path:
  hold_path_class: "reg2reg"
layout:
  area_growth_pct: 15.1
  final_cells: 721
  drive_above_1_share_pct: 7.33
  fin_util_pct: 35.2
timing:
  finalClockPeriodUsage_pct: 54.3
  worstMarginPinSlew_ns: 0.807
  fmax_mhz: 473
  setup_viol: 0
  unclocked_regs: 30
  worst_clock_skew_ns: 0.00757
  final.min_clock_period_ns: 2.12
  slew_headroom_pct: 46.1
  holdWs_ns: 0.431
  rsz0062_at_grt: "no"
  hold_viol: 0
  slew_violations: 0
  fin_tns_setup_ns: 0
  untimed_endpoints: 38
detailed_routing:
  drt_iter0_markers: 243
  ant_nets: 0
  vias: 3333
  viasPerCell: 4.62
  routed_wirelength_um: 8160
  drc_errors: 0
  wl_per_cell_um: 11.3
  dr.pass1.iters: 4
  diodes: 0
run:
  maxCapViolations: 0
  warnings: 32
pwr:
  vdd.ir_drop.worst_uv: 241
  power_density_nw_per_um2: 326
  p_leak_nw: 2.15
global_routing:
  overflow: 0
  grt_pass1_vias: 3122
  grt_max_degree: 33
  grtUsageTotal_pct: 10.7
  antenna_found_initial: 0
  grt_pass1_wl_um: 14500
==> Yosys cell counts (5+ instances only) <==
library cell   n  area share [%]
a21boi_0       5            0.78
a21boi_1       5            0.78
and2_1        11             1.4
and3_1         9             1.2
clkbuf_1      14             1.1
dfxtp_1       96              40
edfxtp_1       9             5.6
ha_1          19             4.9
inv_1         17             1.3
mux2_2         5             1.2
mux2i_1       25             5.2
mux4_2         5             2.3
nand2_1       50             3.9
nand2b_1      24             3.1
nand3_1       30             3.1
nand4_1       10             1.3
nor2_1        16             1.2
nor2b_1       11             1.4
nor4_1         7            0.90
o21a_1         5            0.78
o21ai_0       13             1.3
o31ai_1        7             1.1
or3_1          5            0.65
or4_1          6            0.93
xnor2_1       20             3.6
xor2_1         7             1.3
==> area by class of cell <==
class | instances | area [µm²]
well taps | 216 | 270
repair buffers | 18 | 173
multi-input cells | 349 | 2510
flip-flops and latches | 105 | 2190
clock inverters | 6 | 138
inverters | 17 | 63.8
clock buffers | 10 | 229
fillers | 1531 | 10300
==> stage by stage <==
step,instance area (µm²),power (mW),setup slack (ns)
final,5570,1.81,1.78
after global placement,5210,0.831,1.75
after CTS,5570,1.84,1.79
after detailed placement,5210,0.832,1.69
after global routing,5570,1.88,1.69
after floorplan,4850,0.820,1.98
==> placed cells by master (no fill, tap or decap), types with 10 or more instances in the layout <==
| master | instances |
|---|---|
| ha_1 | 19 |
| nor2b_1 | 11 |
| nor2_1 | 16 |
| nand4_1 | 10 |
| dfxtp_1 | 96 |
| and2_1 | 11 |
| xnor2_1 | 20 |
| nand2b_1 | 24 |
| clkdlybuf4s50_1 | 15 |
| mux2i_1 | 25 |
| o21ai_0 | 13 |
| inv_1 | 17 |
| nand3_1 | 30 |
| nand2_1 | 50 |
==> power by group <==
part           internal, mW  switching [mW]
Combinational        0.0170          0.0196
Clock                 0.692           0.308
Sequential            0.773         0.00592
Total                  1.48           0.333
==> kinds of logic (layout without fill, tap and decap cells) <==
logic type | Yosys count | in the layout | share of synthesized area [%]
xor gates and xnor gates | 27 | 27 | 4.88
and+or+nand+nor | 197 | 197 | 22.2
buffers and inverters | 37 | 51 | 3.00
DFF | 105 | 105 | 45.3
other | 2 | 3 | 0.155
AOI/OAI and AO/OA | 67 | 67 | 10.5
muxes | 35 | 35 | 8.66
adders and majority gates | 20 | 20 | 5.32
==> critical path, cell delays in order (launching register included) <==
cell	delay (ns)
dfxtp_1	0.35
or4_4	0.56
o211ai_4	0.30
nand2_4	0.19
or4_1	0.50
a21boi_1	0.16
==> routing by layer <==
| metal | up-vias | track usage (%) | routed length, µm | share of wire, % |
|---|---|---|---|---|
| met3 | 4 | 1.89 | 210 | 2.6 |
| met4 | 0 | 0.830 | 46 | 0.56 |
| met5 | - | 0 | 0 | 0 |
| met1 | 1536 | 16.6 | 4350 | 53 |
| met2 | 31 | 16.5 | 3560 | 44 |
| li1 | 1762 | - | - | - |
==> path summary, 6_finish.rpt <==
path | startpoint | endpoint | slack (ns) | cells past startpoint
max | d2.cnt[10] | d2.cnt[6] | 1.78 | 5
min | disp1.count[0] | disp1.count[0] | 0.43 | 1
max reg2reg | d2.cnt[10] | d2.cnt[6] | 1.78 | 5
min reg2reg | disp1.count[0] | disp1.count[0] | 0.43 | 1
No activity file was given, so power comes from the tool's default toggle rates.
