## /design/flow/config.mk

```make
export PLATFORM = sky130hd
export DESIGN_NAME = gpr
export DESIGN_NICKNAME = gpr
export VERILOG_FILES = /design/flow/design.v
export SDC_FILE = /design/flow/constraint.sdc
export NUM_CORES = 4
export LEC_CHECK = 1
export CORE_UTILIZATION = 30
```

## /design/flow/constraint.sdc

```tcl
current_design gpr

set clk_period 9.2
set clk_io_pct 0.2

create_clock -name clk0 -period $clk_period [get_ports {clock}]

set non_clock_inputs [all_inputs -no_clocks]
set_input_delay [expr $clk_period * $clk_io_pct] -clock clk0 $non_clock_inputs
set_output_delay [expr $clk_period * $clk_io_pct] -clock clk0 [all_outputs]
```

## /design/flow/design.v

```verilog
module gpr(
	input reset,
	input clock,
	input [4:0] i_addr_1,
	input [4:0] i_addr_2,
	input [4:0] i_addr_3,  
	input [4:0] i_write_reg,
	input [31:0] i_write_data,
	input i_write_enable,
	output [31:0] o_read_data_1,
	output [31:0] o_read_data_2,
	output [31:0] o_read_data_3  
);
	reg [31:0] mem[31:0];
	assign o_read_data_1 = mem[i_addr_1];
	assign o_read_data_2 = mem[i_addr_2];
	assign o_read_data_3 = mem[i_addr_3];
	always @(posedge clock or posedge reset) begin
		if (reset) begin
			mem[0] <= 32'h00000000;
		end
		else if (i_write_enable) begin
			mem[i_write_reg] <= (i_write_reg == 5'b00000) ? 32'h00000000 : i_write_data;
		end
	end
endmodule
```

## /design/flow/run.sh

```bash
#!/bin/bash
# OpenROAD 26Q1-2900-gdf79404cd8, Yosys 0.63+post, stock flow scripts
make -C /OpenROAD-flow-scripts/flow DESIGN_CONFIG=/design/flow/config.mk WORK_HOME=/design/flow/orfs finish
```

==> flow_summary_export.csv <==
group,metric,value,unit
drt,ant_nets,0,
synthesis,ys_chip_area,0.0518,mm2
placed_design,hpwl,323,mm
run,drv_cap,0,
timing,whs,543,ps
synthesis,yosysCellCount,4305,
clock_network,post_cts_resized,0,
pwr,p_per_area,185,mW/mm2
synthesis,synth-edff-count,992,
setup_path,cp_slowest_cell,"a22oi_1",
final_layout,drive_gt1_frac,0.186,
setup_path,crit_arrival,6530,ps
final_layout,fill_cells,16600,
synthesis,syn_area,0.0518,mm2
final_layout,reg_top3,"mem (1024)",
synthesis,ys_seq_frac,0.590,
pwr,p_clk_frac,0.439,
synthesis,synth_top_flop_cell,"edfxtp_1",
drt,top_layer_used,"met5",
grt,antenna_found_initial,66,
setup_path,worstPathRequired,7360,ps
synthesis,top_cells_by_area,"edfxtp_1 (57%), a22oi_1 (15%), nand2_1 (2.1%)",
clock_network,holdBufCountCts,0,
drt,wl_met1,161,mm
grt,grt_pass1_vias,53400,
floorplan,io_pins,151,
final_layout,regArea,0.0306,mm2
synthesis,avgSynthCellArea,12.0,um2
run,log.warning_count,26,
setup_path,cp_max_fo,45,
final_layout,fin_area,0.0636,mm2
synthesis,synth_cell_type_count,82,
drt,wl_met3,89.3,mm
timing,min_period,8370,ps
run_status,status,"finished with violations",
synthesis,synth_warnings,2,
pwr,p_comb_frac,0.119,
clock_network,clk_pin_slew,60,ps
timing,tightest_slew,1650,ps
drt,dr.pass1.iters,13,
grt,grt_max_degree,51,
setup_path,path_buffers,4,
clock_network,cts_setup_buffers,0,
timing,post-route-period-util,0.910,
clock_network,cts_buffers,120,
setup_path,crit_top_cell,"buf_4",
floorplan,fp_util,0.302,
final_layout,area_growth,22.6,%
pwr,p_total,11.8,mW
setup_path,cpPeakStageDelay,1250,ps
floorplan,row_count,152,
floorplan,coreArea,0.172,mm2
grt,grt_use_total,0.578,
drt,met2_length,185,mm
clock_network,cts_tree,"done",
drt,wirelength,483,mm
timing,hold_viol,0,
synthesis,largest_area_cell,"edfxtp_1",
pwr,switching_share,0.280,
timing,setup_viol,0,
drt,wl_per_cell,67.5,um
synthesis,top_cell_area_share,0.575,
clock_network,max-clock-path-buffers,3,
final_layout,largest_reg_flops,1024,
drt,vias,55800,
setup_path,cp_cell_sequence,"buf_4, buf_12, nor2b_2, buf_4, a22oi_1, nor2_1, a21oi_1, nand4_1, o32a_1, clkdlybuf4s50_1",
pwr,switchingPower,3.30,mW
floorplan,fp.dieW,418,um
setup_path,critPathKind,"input pin to primary output",
final_layout,multiInputGateArea,0.0205,mm2
clock_network,htreeDepth,3,
timing,timing.setup.tns,0,ps
pwr,intPower,8.48,mW
grt,grt-ovfl-total,0,
clock_network,cts_root_buf,"clkbuf_16",
placed_design,place_area,0.0592,mm2
floorplan,die_area,0.174,mm2
placed_design,place.gp.congestion,1.14,
pwr,ir_drop,169,uV
timing,rsz0062_at_grt,"false",
placed_design,port_buffers,150,
setup_path,critPathTopFamily,"AND-OR/OR-AND gates",
timing,fin_skew,0,ps
pwr,seqPwrFrac,0.441,
synthesis,postSynthCellCount,4305,
setup_path,cp-start-kind,"input pin",
timing,slew_headroom,-0.0997,
min_path,timing.hold.worst.class,"flip-flop to flip-flop",
synthesis,numSynthFlops,1024,
timing,fmax,119,MHz
run_status,violations,"max-slew violations",
grt,grt_pass1_wl,603,mm
timing,drv_slew,1,
final_layout,largest-register,"mem",
synthesis,async_reset_ff_frac,0.0313,
clock_network,clk_latency,820,ps
pwr,leakage,20.7,nW
drt,drc_errors,0,
floorplan,fp.dieH,418,um
clock_network,cts_num_sinks,1024,
setup_path,cp-end-kind,"primary output",
drt,avgViaCountPerCell,7.79,
drt,drt_iter0_drc,7911,
kinds of logic after synthesis:
| kind of cell | share of synthesized area |
|---|---|
| AOI/OAI and AO/OA | 0.234 |
| DFF | 0.590 |
| muxes | 0.0281 |
| and+or+nand+nor | 0.114 |
| buffers and inverters | 0.0330 |
power by group through the flow:
stage	combinational, mW	clock, mW	sequential, mW
global route	1.37	5.33	5.19
CTS	1.31	5.17	5.19
finish	1.40	5.18	5.20
synthesized netlist by cell type, types with 14 or more instances:
| library cell | count |
|---|---|
| buf_2 | 182 |
| a221oi_1 | 60 |
| nor3_1 | 89 |
| o2bb2ai_1 | 14 |
| nand2_1 | 292 |
| and4_1 | 22 |
| o32a_1 | 24 |
| mux2i_1 | 96 |
| clkbuf_1 | 128 |
| and2_1 | 41 |
| a21oi_1 | 111 |
| nor2_2 | 31 |
| a22o_1 | 91 |
| a31oi_1 | 41 |
| nand4_1 | 134 |
| dfrtp_1 | 32 |
| nor2b_1 | 64 |
| and3_1 | 30 |
| a22oi_1 | 1019 |
| edfxtp_1 | 992 |
| o21ai_0 | 60 |
| a222oi_1 | 33 |
| nand3_1 | 84 |
| nand2b_1 | 21 |
| a2111oi_0 | 29 |
| buf_4 | 30 |
| nor2_1 | 252 |
| mux2_2 | 40 |
| nor4_1 | 43 |
| a32oi_1 | 32 |
area by class of cell:
type / count / area share
Antenna cell: 92 / 0.00362
Timing Repair Buffer: 587 / 0.0816
Inverter: 6 / 0.000354
Clock inverter: 88 / 0.0155
Multi-Input combinational cell: 2920 / 0.323
Tap cell: 2310 / 0.0455
Sequential cell: 1024 / 0.481
Clock buffer: 138 / 0.0496
metal layers:
layer | global-route usage | vias up
li1 | - | 18800
met1 | 0.653 | 27900
met2 | 0.709 | 6790
met3 | 0.462 | 2291
met4 | 0.425 | 80
met5 | 0.117 | -
stage by stage:
stage          worst slack [ps]  utilization  instances
2_1_floorplan              4000            -       4305
3_3_place_gp               1160        0.345       6847
3_5_place_dp               1270        0.345       6847
4_1_cts                    1260        0.369       7073
5_1_grt                    1250        0.369       7089
6_report                    825        0.370       7165
cells in the final DEF, fill, tap and decap left out, drive strengths merged, types with 44 or more instances in the layout:
master         count
nor2b             64
mux2i             96
a22o              91
nor2             284
nand4            134
edfxtp           992
nand2            293
buf              452
a221oi            61
clkbuf           138
o21ai             62
a21oi            111
a22oi           1019
clkdlybuf4s50    135
nor4              44
diode             92
nor3              92
nand3             84
path summary, 6_finish.rpt:
path                             start           endpoint  slack [ps]  cells past startpoint
min reg2reg                 mem[0][20]         mem[0][20]         540                      1
min                         mem[0][20]         mem[0][20]         540                      1
max                        i_addr_2[3]  o_read_data_2[26]         830                     10
min in group asynchronous        reset          mem[0][3]        1590                      3
max in group asynchronous        reset         mem[0][24]        6550                      4
max reg2reg                 mem[0][27]         mem[0][27]        8370                      1
Power is estimated from default activity; no workload was simulated.
