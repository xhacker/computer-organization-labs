**/design/flow/design.v**
```verilog
module alu(
	input wire [31:0] a1,
	input wire [31:0] a2,
	input wire [ 2:0] control,
	output reg [31:0] result
);
always @* begin
	case (control)
		3'b000 : result <= a1 & a2;
		3'b001 : result <= a1 | a2;
		3'b010 : result <= a1 + a2;
		3'b110 : result <= a1 - a2;
		3'b111 : result <= (a1 < a2) ? 4'b0001 : 4'b0000;
	endcase
end
endmodule
module aluc(
	input wire [1:0] aluop,
	input wire [3:0] func_code,
	output reg [2:0] control
);
always @* begin
	if (aluop[0] == 0) begin
		if (aluop[1] == 0) control <= 3'b010;
		else control <= 3'b110;
	end else begin
		case (func_code)
			4'b0000 : control <= 3'b010;
			4'b0010 : control <= 3'b110;
			4'b0100 : control <= 3'b000;
			4'b0101 : control <= 3'b001;
			4'b1010 : control <= 3'b111;
		endcase
	end
end
endmodule
`timescale 1ns / 1ps
module reg_file(
	input clock,
	input [4:0] a_addr,
	input [4:0] b_addr,
	input [4:0] w_addr,
	input [31:0] w_data,
	output [31:0] a_data,
	output [31:0] b_data,
	input reg_write
);
reg [31:0] register [1:31];
assign a_data = (a_addr == 0) ? 0 : register[a_addr];
assign b_data = (b_addr == 0) ? 0 : register[b_addr];
integer i;
initial begin
	for (i = 1; i < 32; i = i + 1)
		register[i] <= i;
end
always @(posedge clock) begin
	if ((w_addr != 0) && (reg_write == 1))
		register[w_addr] <= w_data;
end
endmodule
`timescale 1ns / 1ps
module rtype(
	input clock,
	input [31:0] instruction,
	output [31:0] a_data,
	output [31:0] b_data,
	output [31:0] result
);
wire [4:0] rs, rt, rd;
assign rs = instruction[25:21];
assign rt = instruction[20:16];
assign rd = instruction[15:11];
reg_file r0(clock, rs, rt, rd, result, a_data, b_data, 1'b1);
wire [2:0] alu_op;
wire [3:0] func;
assign func = instruction[3:0];
aluc a0(2'b01, func, alu_op);
alu a1(a_data, b_data, alu_op, result);
endmodule
```
**/design/flow/run.sh**
```bash
#!/bin/bash
# OpenROAD 26Q1-2900-gdf79404cd8, Yosys 0.63+post, stock flow scripts
make -C /OpenROAD-flow-scripts/flow DESIGN_CONFIG=/design/flow/config.mk WORK_HOME=/design/flow/orfs finish
```
**/design/flow/config.mk**
```make
export PLATFORM = sky130hd
export DESIGN_NAME = rtype
export DESIGN_NICKNAME = rtype
export VERILOG_FILES = /design/flow/design.v
export SDC_FILE = /design/flow/constraint.sdc
export NUM_CORES = 4
export LEC_CHECK = 1
export CORE_UTILIZATION = 40
```
**/design/flow/constraint.sdc**
```tcl
current_design rtype

set clk_period 10.2
set clk_io_pct 0.2

create_clock -name clk0 -period $clk_period [get_ports {clock}]

set non_clock_inputs [all_inputs -no_clocks]
set_input_delay [expr $clk_period * $clk_io_pct] -clock clk0 $non_clock_inputs
set_output_delay [expr $clk_period * $clk_io_pct] -clock clk0 [all_outputs]
```
==> run_results.csv <==
group,metric,value,unit
grt,grt_max_degree,72,
grt,track_usage,28.3,%
detailed_routing,drtIter0Drc,2336,
clocking,clk_path_buf_depth,3,
detailed_routing,drtPass1Iterations,5,
power_and_ir_drop,power.density,170,nW/um^2
synthesis,top_cells_by_count,"edfxtp_1, mux4_2, mux2i_1, a21oi_1, nor2_1",
floorplan,core_area,128000,um^2
synthesis,ys_seq_elements,1027,
synthesis,async_reset_ff_share,0,%
timing,fin_crit,7.94,ns
timing,setup_viol,0,
critical_path,worst_setup_path_start_kind,"primary input",
final_layout,fillers,10874,
critical_path,crit_family,"buffers and inverters",
timing,max_slew.worst_pin.slew,0.950,ns
power_and_ir_drop,p_leak,19.8,nW
synthesis,syn_avg_cell_area,15.5,um^2
detailed_routing,totalWireLength,169,mm
detailed_routing,via_per_inst,6.15,
critical_path,cp.depth,11,
floorplan,fp.dieH,362,um
detailed_routing,detail_route.wl_per_cell,32.1,um
synthesis,yosysMostFrequentCell,"edfxtp_1",
timing,untimed_endpoints,1059,
critical_path,crit_fanout,47,
placement,dp_hpwl,103,mm
critical_path,arrival,5.90,ns
clocking,clk_pin_slew,0.06,ns
synthesis,synth.distinct_cells,74,
final_layout,drive_above_1_share,22.9,%
synthesis,yosysCellCount,3343,
clocking,cts_setup_buffers,0,
floorplan,chipArea,131000,um^2
floorplan,row_count,131,
synthesis,flop_cell,"edfxtp_1",
min_path,hp-class,"primary input to flop",
clocking,cts-resized-gates,0,
timing,fmax,126,MHz
run,warnings,102,
grt,antenna_found_initial,2,
critical_path,crit_end,"b_data[24]",
critical_path,crit_path_end_kind,"primary output",
run,cap_violations,0,
critical_path,crit_start,"instruction[17]",
critical_path,cp_slowest_stage_delay,0.55,ns
grt,grt_pass1_wl,242,mm
synthesis,yosysTopAreaCellShare,57.4,%
placement,port_buffers,115,
power_and_ir_drop,p_total,10.0,mW
min_path,min_path_cells,4,
clocking,cts_htree_levels,3,
synthesis,synth_area,51900,um^2
placement,gp_congestion,0.978,
timing,unclocked_pins,35,
clocking,cts_hold_buf,0,
timing,finalCritPeriodShare,77.8,%
timing,drv_slew,0,
timing,finalHoldViolCount,0,
synthesis,ys.warnings.count,3,
critical_path,path_buffers,5,
synthesis,edf_count,992,
grt,grt_overflow,0,
floorplan,pin_count,129,
synthesis,largest_area_cell,"edfxtp_1",
detailed_routing,vias,32436,
detailed_routing,drc,0,
critical_path,crit_required,8.16,ns
critical_path,worst-setup-path-type,"primary input to primary output",
floorplan,fp.dieW,362,um
grt,grt_pass1_vias,34405,
critical_path,slowest_stage,"nor2b_4",
run_status,outcome,"complete, no violations",
clocking,cts_buffers,104,
synthesis,netlist_instances,3343,
detailed_routing,ant_nets,0,
final_layout,synthToLayoutAreaGrowth,13.8,%
timing,fin_setup_tns,0,ns
synthesis,area_leaders,"edfxtp_1, mux4_2, mux2i_1",
clocking,root_buffer,"clkbuf_16",
critical_path,path_cells,"buf_8, buf_4, nor2b_4, buf_4, a21oi_1, o21ai_0, o22ai_1, nor3b_1, o21ai_0, inv_1, clkdlybuf4s50_1",
synthesis,ys_area,51900,um^2
clocking,cts_tree,"yes",
timing,slew_headroom,36.0,%
timing,grt_setup_unrepaired,"false",
power_and_ir_drop,vdd_ir_drop_max,144,uV
floorplan,initial_core_util,40.5,%
==> state kept, by name, indices dropped and copies added (netlist names) <==
signal       count
a0.control       3
r0.register    992
a1.result       32
==> cell type report <==
cell class                 instances  area [um^2]  area share (%)
antenna                            2         5.00         0.00847
clock buffer                     128         2740            4.63
clock inverter                    63          606            1.03
inverter                          98          368           0.623
multi-input combinational       1964        20500            34.7
sequential                      1027        30300            51.3
tap                             1729         2160            3.66
timing repair buffer             263         2360            3.99
==> cell usage in the layout, fill, tap and decap left out, types with 8 or more instances in the layout <==
master,synthesis,final
nor2_1,202,170
or2_2,11,10
nand2b_1,12,11
dlxtn_1,35,33
mux4_2,416,416
ha_1,96,96
clkbuf_1,170,22
mux2i_1,265,265
nor2_4,0,32
nor3b_1,35,35
nor2b_1,20,18
clkinv_2,0,18
a21o_1,14,14
o211ai_1,13,13
o21a_1,8,8
buf_4,0,144
inv_1,96,96
a21oi_1,206,206
a211oi_1,47,47
or3_1,12,12
edfxtp_1,992,992
clkinv_1,1,24
a31oi_1,18,18
nand3_1,20,20
o21bai_1,12,12
clkdlybuf4s50_1,0,105
bufinv_16,0,10
o22ai_1,68,68
o21ai_0,159,159
o221ai_1,72,72
clkbuf_16,0,106
xnor2_1,27,27
nand2_1,74,73
mux2_2,32,32
nor3_1,23,23
==> routing by layer <==
metal | track usage (%) | up-vias | part of all wire, %
li1 | - | 13868 | -
met2 | 39.9 | 2173 | 45
met4 | 8.04 | 12 | 3.7
met5 | 2.18 | - | 0.20
met3 | 22.0 | 326 | 19
met1 | 34.2 | 16057 | 33
==> metrics by stage <==
step	utilization, %	cells	hold slack, ns	cell area (um^2)	worst slack (ns)
global placement	43.5	5081	3.16	55700	2.27
finish	46.1	5274	2.44	59100	2.26
floorplan	-	3343	2.81	51900	3.86
CTS	46.1	5272	2.43	59100	2.31
global route	46.1	5272	2.48	59100	2.06
detailed placement	43.5	5081	3.17	55700	2.31
==> power by group <==
part | internal [mW] | total [mW] | switching, mW
Combinational | 0.656 | 1.67 | 1.02
Sequential | 4.55 | 4.58 | 0.0207
Clock | 2.16 | 3.77 | 1.61
Total | 7.37 | 10.0 | 2.65
==> worst min path at each step <==
stage	start	to	slack [ns]
4_1_cts	instruction[12]	r0.register[14][2]$_DFFE_PP_	2.43
5_1_grt	instruction[12]	r0.register[14][4]$_DFFE_PP_	2.48
6_report	instruction[12]	r0.register[14][29]$_DFFE_PP_	2.44
==> cell families after synthesis <==
logic type	Yosys count	synth area share (%)
flops	992	57.4
mux	713	23.8
compound gates	676	8.15
simple gates	443	4.05
buf+inv	352	2.60
fa+ha+maj	98	2.39
latches	35	1.01
xor+xnor	34	0.574
Power is estimated from default activity; no workload was simulated.
